[flow/design.v]
`timescale 1ns / 1ps
module RegisterFile(
    input wire[2:0] RS,
    input wire[2:0] RT,
    input wire[2:0] RD,
    input wire[15:0] WriteData,
    input wire RegWrite,
    input wire Clock,
    output wire[15:0] ReadRS,
    output wire[15:0] ReadRT
    );
    reg[15:0] Registers[7:0];
integer i;
initial 
begin
for(i=0;i<15;i=i+1)
   Registers[i] <= 16'd0; 
end
always @(posedge Clock)
begin
Registers[RD] <= WriteData;
end
assign ReadRS = Registers[RS];
assign ReadRT = Registers[RT];
endmodule
[flow/run.sh]
#!/bin/bash
# OpenROAD 26Q1-2900-gdf79404cd8, Yosys 0.63+post, stock flow scripts
make -C /OpenROAD-flow-scripts/flow DESIGN_CONFIG=/design/flow/config.mk WORK_HOME=/design/flow/orfs finish
[flow/config.mk]
export PLATFORM = sky130hd
export DESIGN_NAME = RegisterFile
export DESIGN_NICKNAME = RegisterFile
export VERILOG_FILES = /design/flow/design.v
export SDC_FILE = /design/flow/constraint.sdc
export NUM_CORES = 4
export LEC_CHECK = 1
export CORE_UTILIZATION = 30
[flow/constraint.sdc]
current_design RegisterFile

set clk_period 2.5
set clk_io_pct 0.2

create_clock -name clk0 -period $clk_period [get_ports {Clock}]

set non_clock_inputs [all_inputs -no_clocks]
set_input_delay [expr $clk_period * $clk_io_pct] -clock clk0 $non_clock_inputs
set_output_delay [expr $clk_period * $clk_io_pct] -clock clk0 [all_outputs]
==> run summary <==
flow finished, numbers: share of layout cells above drive strength 1=47.5%, Placeable Area=0.0196 mm2, TritonCTS Buffers=17, Startpoint Class=input pin, NetSw=0.00112 W, Hold WC Path Type=input pin to flop, top flop regs=Registers x128, largest net degree at the start of global routing=17, Starting Density=30.9%, total global-route track usage=16.0%, Critical Path End Type=output pin, post-synthesis register bit count=128, Chip Area=0.0207 mm2, Rows=51, drt pass-1 iters=6, remaining global-route overflow=0, wire per inst=22.6 um, Top-Level Pins=59, DR vias=3215, initial antenna violation count=0, Yosys cell types=13, Worst-path clk slew=0.05 ns, cell count after synthesis=251, status=complete, but fails checks, mean area per synthesized cell=24.1 um2, Die Ht=144 um, Post-Place Worst Slack=-0.355 ns, fin. max-slew vios=0, clock sink count=128, Final Hold Fails=0, Antenna diodes=0, OpenROAD warning count=28, Routed Antenna Nets=0, Switching Fraction=19.0%, Post-Syn Area=0.00604 mm2, Yosys warning count=1, HPWL after detailed placement=7660 um, final total power=0.00590 W, Post-Route Setup TNS=-0.0338 ns, max reg flops=128, first-pass GRT wire length=21500 um, vias in the first global route=3553, CTS Root Cell=clkbuf_16, Max clock buf depth=2, Clk pwr share=45.3%, clock period minus final worst setup slack=2.52 ns, cycle use final=101%, I/O Buffers=57, Finished Core Util=41.8%, Routed WL=14500 um, Required @ worst endpoint=2.00 ns, pwr/cell area=721 mW/mm2, Hold WS=0.830 ns, area grow syn2layout=35.4%, worst-margin pin slew=0.337 ns, Biggest register=Registers, Final GP Congestion=0.760, register area share after synthesis=63.6%, YS chip area=0.00604 mm2, failing checks=setup timing, routed vias/inst=5.02, unrepaired setup endpoints after global routing=true, crit-path max FO=8, Die X=144 um, combinational power share=11.9%, Initial DRC Count=222, Setup WS post-layout=-0.0191 ns, Setup Crit Path Kind=input pin to output pin, max-cap violation count=0, Lkg Pwr=3.04 nW, TritonCTS clock tree=done, cts-stage hold buffer count=0, CP arrival=2.02 ns, part of the power in registers=42.8%, yosys cell count=251, Int Power=0.00478 W, Worst VDD drop=477 uV, H-tree levels=4, Slew Limit Headroom=77.5%, DRC Markers=0, Achievable Freq=397 MHz, final setup vio count=3
[power by group through the flow]
stage | logic, W | clock network [W] | registers [W]
CTS | 0.000704 | 0.00270 | 0.00252
global route | 0.000761 | 0.00279 | 0.00254
finish | 0.000703 | 0.00267 | 0.00253
[cell families after synthesis]
logic type,Yosys count,share of synthesized area (%)
DFF,128,63.6
muxes,96,33.3
buffers and inverters,18,2.15
and+or+nand+nor,9,0.973
[path summary, 6_finish.rpt]
path              depth (start not counted)          from  slack [ns]              end
setup / recovery                          5         RS[0]       -0.02       ReadRS[12]
hold / removal                            1  WriteData[2]        0.83  Registers[5][2]
[metrics by stage]
step | cell area [um2] | std cells
6_report | 8180 | 640
5_1_grt | 8180 | 640
4_1_cts | 7990 | 625
3_5_place_dp | 7110 | 579
3_3_place_gp | 7110 | 579
2_1_floorplan | 6040 | 251
[critical path: stages]
cell and delay [ns]:
buf_16 0.13, buf_16 0.15, mux4_1 0.54, mux2_4 0.29, clkdlybuf4s50_1 0.40
[timing repair]
| item | 4_1_cts | 5_1_grt |
|---|---|---|
| setup endpoints to repair | 32 | 28 |
| setup buffers | 3 | 15 |
| cloned | 11 | 0 |
| resized | 97 | 36 |
[layer usage]
layer	wire, um	track usage (%)	share of wire, %	vias up
li1	-	-	-	1348
met1	4950	18.4	34	1621
met2	7020	24.2	49	224
met3	2240	12.5	15	22
met4	252	2.41	1.7	0
met5	0	1.00	0	-
[cell usage in the layout (no fill, tap or decap)]
cell type / instances
edfxtp_1: 128
mux4_2: 57
buf_4: 36
mux2_4: 24
clkdlybuf4s50_1: 24
dlymetal6s2s_1: 22
clkbuf_16: 17
buf_16: 9
mux2_2: 8
buf_12: 8
mux4_1: 7
dlygate4sd2_1: 7
bufinv_16: 6
clkinv_2: 4
nor3b_2: 3
clkinv_1: 3
bufbuf_16: 3
and3b_1: 2
and3_1: 1
nand2_1: 1
nor2_1: 1
nor3_2: 1
clkinvlp_4: 1
clkbuf_1: 1
buf_6: 1
[Yosys cell counts]
| library cell | instances | area share, % |
|---|---|---|
| and3_1 | 1 | 0.10 |
| and3b_1 | 2 | 0.29 |
| buf_1 | 8 | 0.50 |
| buf_6 | 8 | 1.5 |
| clkbuf_2 | 2 | 0.17 |
| edfxtp_1 | 128 | 64 |
| mux2_2 | 32 | 6.0 |
| mux4_1 | 56 | 24 |
| mux4_2 | 8 | 3.0 |
| nand2_1 | 1 | 0.062 |
| nor2_1 | 1 | 0.062 |
| nor3_1 | 1 | 0.083 |
| nor3b_1 | 3 | 0.37 |
[cell type report]
class	count	area (um2)
Multi-Input combinational cell	105	2000
Sequential cell	128	3840
Fill cell	1695	11400
Tap cell	265	332
Clock inverter	14	219
Timing Repair Buffer	110	1360
Clock buffer	18	429
No activity file was given, so power comes from the tool's default toggle rates.
