<file path="run.sh">
#!/bin/bash
# OpenROAD 26Q1-2900-gdf79404cd8, Yosys 0.63+post, stock flow scripts
make -C /OpenROAD-flow-scripts/flow DESIGN_CONFIG=/design/flow/config.mk WORK_HOME=/design/flow/orfs finish
</file>
<file path="config.mk">
export PLATFORM = sky130hd
export DESIGN_NAME = ControlUnit
export DESIGN_NICKNAME = ControlUnit
export VERILOG_FILES = /design/flow/design.v
export SDC_FILE = /design/flow/constraint.sdc
export NUM_CORES = 4
export LEC_CHECK = 1
export CORE_AREA = 10 10 70 70
export DIE_AREA = 0 0 80 80
</file>
<file path="constraint.sdc">
current_design ControlUnit

set clk_period 1.4
set clk_io_pct 0.2

create_clock -name clk0 -period $clk_period

set non_clock_inputs [all_inputs -no_clocks]
set_input_delay [expr $clk_period * $clk_io_pct] -clock clk0 $non_clock_inputs
set_output_delay [expr $clk_period * $clk_io_pct] -clock clk0 [all_outputs]
</file>
<file path="design.v">
`timescale 1ns / 1ps
module ControlUnit(
    input [2:0] OPCODE,  
    output reg RegDst,  
    output reg Branch,
    output reg MemRead,
    output reg MemToReg,
    output reg[1:0] AluOp,
    output reg MemWrite,
    output reg AluSrc,
    output reg RegWrite
    );
    always @ (OPCODE)
begin
case(OPCODE)
3'b000:  
    begin
    RegDst = 1;
    AluSrc = 0;
    MemToReg = 0;
    RegWrite = 1;
    MemRead = 0;
    MemWrite = 0;
    Branch = 0;
    AluOp[1] = 1;
    AluOp[0] = 0;
    end
3'b101:  
    begin
    RegDst = 0;
    AluSrc = 1;
    MemToReg = 1;
    RegWrite = 1;
    MemRead = 1;
    MemWrite = 0;
    Branch = 0;
    AluOp[1] = 0;
    AluOp[0] = 0;
    end 
3'b110:  
    begin
    RegDst = 0;
    AluSrc = 1;
    MemToReg = 0;
    RegWrite = 0;
    MemRead = 0;
    MemWrite = 1;
    Branch = 0;
    AluOp[1] = 0;
    AluOp[0] = 0;
    end 
3'b111:  
    begin
    RegDst = 0;
    AluSrc = 0;
    RegWrite = 0;
    MemRead = 0;
    MemWrite = 0;
    Branch = 1;
    AluOp[1] = 0;
    AluOp[0] = 1;
    end 
3'b001:  
    begin
    RegDst = 0;
    AluSrc = 1;
    MemToReg = 0;
    RegWrite = 1;
    MemRead = 0;
    MemWrite = 0;
    Branch = 0;
    AluOp[1] = 1;
    AluOp[0] = 1;
    end 
3'b011:  
    begin
    RegDst = 0;
    AluSrc = 1;
    MemToReg = 0;
    RegWrite = 1;
    MemRead = 0;
    MemWrite = 0;
    Branch = 0;
    AluOp[1] = 1;
    AluOp[0] = 1;
    end 
3'b010:  
    begin
    RegDst = 0;
    AluSrc = 1;
    MemToReg = 0;
    RegWrite = 1;
    MemRead = 0;
    MemWrite = 0;
    Branch = 0;
    AluOp[1] = 1;
    AluOp[0] = 1;
    end 
 3'b100:  
    begin
    RegDst = 0;
    AluSrc = 1;
    MemToReg = 0;
    RegWrite = 1;
    MemRead = 0;
    MemWrite = 0;
    Branch = 0;
    AluOp[1] = 1;
    AluOp[0] = 1;
    end 
endcase
end
endmodule
</file>
==> summary.txt <==
This note records the results obtained with Yosys and OpenROAD.

Critical path
The category of the worst setup path capture point is a primary output. Per the timing report, the biggest fanout along the worst path comes to 8. STA classifies the critical path startpoint as an input pin.

The critical path in this run is classified as in2out. The required time at the endpoint of the critical path is between 1 and 1.5 ns. The data arrival time reported for the critical path is 1.07 ns.

Synthesis
The number of distinct standard cells referenced by the synthesized netlist is 16. The area recorded from the Yosys report for this design is around 160 um^2. The count of library flops with an enable pin is 0. The netlist area before placement is 156 um^2. The instance tally after logic synthesis is 22. The total number of yosys warnings is 1. Among all flip-flop cells after synthesis, the most frequent one is sky130_fd_sc_hd__dlxtp_1. Yosys reported a register bit count of 1.

The share of flip-flops with an asynchronous set or reset is 0%. The post-synthesis area per instance is between 7 and 8 um^2. The number of cells reported by Yosys stat comes to 22.

Finish
The number of flip-flops in the largest register is 1. The synthesis-to-finish area growth is 179%. The combinational cell area excluding buffers and inverters is 149 um^2.

The number of non-filler instances in the completed layout is 90. The layout filler cell count is 397. The area taken by flip-flops and latches is 15.0 um^2.

Of the cells placed in the final design, the portion with a size suffix greater than 1 is 65.9%. The final cell area excluding filler cells is 437 um^2.

Timing
The share of the clock period used by the worst path is around 96%. Derived from the worst setup path, the maximum achievable clock frequency is 741 MHz. The worst path setup slack after routing is between 0.05 and 0.06 ns. The number of unconstrained endpoints is 2.

Setup repair after global routing left no endpoint under its margin. Pins over their slew limit in the final report were tallied at 0. In this run the tightest slew margin relative to its limit is 89.7%. Counting I/O delays and the setup requirement, the final critical path takes 1.35 ns. The setup violation total in the final timing report is 0. The pin closest to its max-slew limit shows a slew of 0.154 ns. The final timing report lists a hold violation count of 0. The number of register pins that no clock reaches came to 1.

Place
Per the placement report, the placed cell count is approximately 85. The wire-length estimate of the detail-placed layout is approximately 500 um. Buffers placed on the I/O ports in this run total 12. The placement stage leaves a total instance area of approximately 370 um^2. The weighted congestion at the end of routability-driven global placement is ~0.74. The worst slack at placement is -0.736 ns.

Floorplanning
The share of the core area taken by cells at floorplan is 4.58%. The floorplan die area is 0.00640 mm^2. From bottom edge to top edge, the die measures 80 um. In this run the core area contains 21 standard-cell rows.

The placeable core region is 0.00342 mm^2. The count of pins on the block boundary is 12. The die boundary width is 80 um.

Run
The max-capacitance violation count is 0. The number of warnings reported in the stage logs is 34.

Global route
The met3 usage is less than 1%. The maximum number of pins on one net before global-route repair is 9. The number of antenna violations at the first check in global routing is 0. The first global-routing pass estimated 1120 um of wire. The met2 routing resource usage after global routing is 4.01%.

Per the GRT log, the top usage layer is met2. On met1, the global router reports a usage of between 2 and 2.5%. The number of global-route vias before repair was 234. The total overflow reported by the global router is 0. The global routing report lists combined usage of all routing layers as under 10%.

Worst hold path
The kind of path behind the tightest hold check is in2out.

Drt
The wire length per cell after detailed routing is 7.17 um. Per the detailed-route log, wirelength across all metal layers totals 645 um. According to the report, the first pass of detailed routing completed in 2 iterations. The final route contains between 200 and 250 vias. The first routing iteration left 5 violations.

The via-per-instance ratio is between 2 and 3. The number of antenna-violating nets in the routed design is 0. The final antenna diode tally reported by the flow is 0. For this run, design rule violations remaining after detail routing come to 0.

Power
The worst-case vdd ir drop is 0.0000377 V. The power per cell area is 247 mW/mm^2. The leakage power in the latest report is 0.000202 uW.

Outcome
The flow ran to the end, and the final reports show no timing, DRC or antenna violations.

Clock network
The post-CTS hold buffer count recorded in the log is 0.
worst max-delay path, cell delays in order:
cell	delay [ns]
sky130_fd_sc_hd__buf_6	0.10
sky130_fd_sc_hd__buf_6	0.12
sky130_fd_sc_hd__and3b_2	0.22
sky130_fd_sc_hd__buf_4	0.14
sky130_fd_sc_hd__nor3_4	0.10
sky130_fd_sc_hd__clkbuf_2	0.11
cell usage after synthesis, types with 2 or more instances:
library cell	number	area, um^2
sky130_fd_sc_hd__ha_1	2	25.0
sky130_fd_sc_hd__inv_1	4	15.0
sky130_fd_sc_hd__a211o_1	2	17.5
sky130_fd_sc_hd__nor3_1	2	10.0
where the power goes:
group	total [uW]	internal, uW	switching (uW)
registers	2.11	1.90	0.206
clock network	0	0	0
logic	106	66.9	38.8
cell usage in the layout (no fill, tap or decap), types with 2 or more instances in the layout:
cell type	netlist	layout
sky130_fd_sc_hd__dlygate4sd2_1	0	3
sky130_fd_sc_hd__buf_4	0	8
sky130_fd_sc_hd__a211o_1	2	2
sky130_fd_sc_hd__clkbuf_2	0	2
sky130_fd_sc_hd__inv_2	0	2
sky130_fd_sc_hd__buf_6	1	6
sky130_fd_sc_hd__buf_2	1	3
sky130_fd_sc_hd__inv_1	4	2
per-stage QoR:
stage / hold slack, ns / utilization (%) / TNS, ns / total power (uW)
after floorplan: 0.576 / - / 0 / 31.3
after CTS: 0.986 / 12.1 / -0.122 / 99.1
after detailed placement: 1.67 / 10.8 / -4.82 / 96.2
final: 0.919 / 12.8 / 0 / 108
after global routing: 0.950 / 12.8 / 0 / 122
after global placement: 1.65 / 10.8 / -4.84 / 95.9
logic make-up (layout without fill, tap and decap cells):
kind of cell	count (synthesis)	in the layout	synth area share (%)
simple gates	8	8	31.2
latches	1	1	9.60
fa+ha+maj	2	2	16.0
buf+inv	6	28	20.0
xor+xnor	1	1	5.60
compound gates	4	4	17.6
area by class of cell:
cell class	instances	share of cell area, %
Sequential cell	1	3.44
Inverter	4	3.44
Tap cell	46	13.2
Multi-Input combinational cell	15	34.1
Timing Repair Buffer	24	45.8
routing by layer:
metal / up-vias / share of wire, %
li1: 119 / -
met1: 102 / 43
met2: 7 / 47
met3: 0 / 9.3
met4: 0 / 0
met5: - / 0
final timing paths:
| path | startpoint | depth (start not counted) | end | slack [ns] |
|---|---|---|---|---|
| setup / recovery | OPCODE[2] | 6 | Branch | 0.05 |
| hold / removal | OPCODE[1] | 4 | MemRead | 0.92 |
timing repair:
action | 4_1_cts | 5_1_grt
setup buffers | 5 | 0
pin swaps | 5 | 5
gates resized | 36 | 10
gates cloned | 0 | 0
endpoints found under the setup margin | 8 | 4
Power figures rest on the tool's default switching activity, not on a simulated workload.
